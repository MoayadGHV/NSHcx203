### /design/flow/run.sh
#!/bin/bash
# OpenROAD 26Q1-2900-gdf79404cd8, Yosys 0.63+post, stock flow scripts
make -C /OpenROAD-flow-scripts/flow DESIGN_CONFIG=/design/flow/config.mk WORK_HOME=/design/flow/orfs finish
### /design/flow/config.mk
export PLATFORM = sky130hd
export DESIGN_NAME = alu
export DESIGN_NICKNAME = alu
export VERILOG_FILES = /design/flow/design.v
export SDC_FILE = /design/flow/constraint.sdc
export NUM_CORES = 4
export LEC_CHECK = 1
export CORE_AREA = 10 10 70 70
export DIE_AREA = 0 0 80 80
### /design/flow/constraint.sdc
current_design alu

set clk_period 2.9
set clk_io_pct 0.2

create_clock -name clk0 -period $clk_period

set non_clock_inputs [all_inputs -no_clocks]
set_input_delay [expr $clk_period * $clk_io_pct] -clock clk0 $non_clock_inputs
set_output_delay [expr $clk_period * $clk_io_pct] -clock clk0 [all_outputs]
### /design/flow/design.v
`timescale 1ns / 1ps
module fourbitadder(
    input [3:0] a,
    input [3:0] b,
    input carryIn,
    output [3:0] s,
    output carryOut
    );
    logic c1, c2, c3;
    fulladder fa1( .a(a[0]), .b(b[0]), .c(carryIn), .s(s[0]), .carry(c1));
    fulladder fa2( .a(a[1]), .b(b[1]), .c(c1), .s(s[1]), .carry(c2));
    fulladder fa3( .a(a[2]), .b(b[2]), .c(c2), .s(s[2]), .carry(c3));
    fulladder fa4( .a(a[3]), .b(b[3]), .c(c3), .s(s[3]), .carry(carryOut));
endmodule
`timescale 1ns / 1ps
module fulladder(
    input a,
    input b,
    input c, 
    output s,
    output carry
    );
logic carry1, carry2, s1;
halfadder ha1(.a(a), .b(b), .s(s1), .c(carry1));
halfadder ha2(.a(s1), .b(c),.s(s), .c(carry2));
or(carry, carry1, carry2);
endmodule
`timescale 1ns / 1ps
module halfadder(
    input a,
    input b,
    output s,
    output c
    );
    xor(s, a, b);
    and(c, a, b);
endmodule
`timescale 1ns / 1ps
module alu(
    input [3:0] a,
    input [3:0] b,
    input s0,
    input s1,
    output [3:0] out
    );
    logic carryout;  
    logic [3:0] addsubout;
    logic [3:0] mux1out;
    logic [3:0] tmpshft;
    logic [3:0] tmpand;
    assign tmpshft = a << b;
    assign tmpand = a & b;
    fourbitadder fba(a, b, s0, addsubout, carryout);
    mux2to1 mux1(tmpshft, tmpand, s0, mux1out);
    mux2to1 mux2(addsubout, mux1out, s1, out);
endmodule
`timescale 1ns / 1ps
module mux2to1(
    input [3:0] a,
    input [3:0] b,
    input s,
    output [3:0] out
    );
    assign out = (!s) ? a : b;
endmodule
==> results.txt <==
fresh numbers from the pnr run: status=finished clean, CP max FO=2, die width=80 um, Main logic family=adder cells, Critical Path Start Type=input port, Data arrival, critical path=2.23 ns, routed wl met2=548 um, slack of the critical path=0.0925 ns, DP HPWL=890 um, P per Cell Area=138 mW/mm^2, xor+xnor area frac=0.0250, f_max=about 360 MHz, biggest area cells=ha_1 (18%), fa_1 (17%), a221oi_2 (8.6%), inv_1 (6.4%), nor4_4 (6.1%), DRT iter0 DRCs=16, YS chip area=350 um^2, Mapped Cells=39, relative slew slack=0.832, Leak=0.255 nW, Placed Instance Area=597 um^2, Avg Inst Size Synth=8.98 um^2, Core ar.=0.00342 mm^2, Flops=0, initial antenna violation count=0, Synth Warn #=0, pre-CTS setup slack=-0.692 ns, Post-Route Setup TNS=0 ns, Overall Power=0.0814 mW, Final min period=roughly 2.8 ns, num ports=14, Port Buf Inserts=14, simple-gate area share of the yosys netlist=0.229, routed wl met3=41 um, iteration tally of the first detailed-router pass=2, Final ANT Viol Nets=0, # diodes=0, Placer Congestion=0.850, dominant cell type by area after synthesis=ha_1, Top Metal Used=met3, crit path capture type=primary output, largest net degree at the start of global routing=8, Reg area=0 um^2, min-delay worst type=in2out, Synth Seq Share=0, Met1 Wirelength=around 380 um, share of layout cells above drive strength 1=0.450, FP Core Util=0.103, Worst Setup Path Type=in2out, Multiplexer share=0.0750, placed cells=106, clock buf count=0, VDD IR max=0.0184 mV, DRC Markers=0, Final Cycle Share=0.968, RSZ-0062 raised after global routing=false, total wire length=965 um, Worst-Margin Slew=0.249 ns, Final Hold Fails=0, ys cells=39, die area=0.00640 mm^2, GRT Total Usage=0.0272, Area leader share=0.179, max-cap viol count=0, setup-violating endpoint count in the final report=0, Crit. Startpoint=s0, vias in the first global route=about 330, Via Count=about 330, routed len/inst=9.10 um, required time worst endpoint=2.32 ns, synth unique cells=21, aoi share=0.225, tool warnings=36, post-route cell area=588 um^2, area grow syn2layout=67.9%, grt total ovfl=0, hold buffers post-CTS=0, Cell Area, Synth=350 um^2, num rows=21, Final Max Slew Viols=0, HP Start=s0, vias per inst=3.12, first-pass GRT wire length=roughly 1.5 mm, height of the die=80 um, Adder Area Share=0.350, Non-Filler Instances=106
==> cell usage after synthesis <==
| cell type | n |
|---|---|
| a22oi_1 | 1 |
| xnor2_1 | 1 |
| fa_1 | 3 |
| mux2_2 | 1 |
| nor4_4 | 1 |
| and2b_2 | 1 |
| ha_1 | 5 |
| a31oi_1 | 1 |
| o21ai_0 | 1 |
| nor2_1 | 5 |
| a221oi_1 | 2 |
| nand3b_1 | 1 |
| a21oi_1 | 1 |
| inv_1 | 6 |
| a21o_1 | 1 |
| nor2b_1 | 1 |
| mux2_4 | 1 |
| nand2b_1 | 2 |
| nand3_1 | 1 |
| buf_6 | 1 |
| a221oi_2 | 2 |
==> worst paths after layout <==
kind / to / slack (ns) / cells past startpoint
worst min-delay path: out[3] / 1.68 / 5
worst max-delay path: out[3] / 0.09 / 10
==> kinds of logic after synthesis <==
| group | Yosys count |
|---|---|
| AOI/OAI and AO/OA | 9 |
| xor gates and xnor gates | 1 |
| adders and majority gates | 8 |
| buffers and inverters | 7 |
| muxes | 2 |
| and+or+nand+nor | 12 |
==> power by group <==
part,internal [mW],switching [mW],total (mW),leakage (nW)
logic,0.0470,0.0344,0.0814,0.255
clock network,0,0,0,0
registers,0,0,0,0
==> through the flow <==
step	hold WS (ns)	utilization
after floorplan	1.18	-
after global placement	2.26	0.175
after detailed placement	2.25	0.175
after CTS	1.69	0.171
after global routing	1.72	0.172
final	1.68	0.172
==> worst max-delay path, cell delays in order <==
cell and delay (ns):
buf_2 0.11, inv_2 0.07, fa_2 0.20, inv_2 0.04, fa_2 0.35, fa_2 0.38
xnor2_2 0.16, nor2_1 0.06, a221oi_2 0.16, buf_2 0.13
==> per-layer routing <==
layer  track usage  up-vias
met3       0.00227        0
li1              -      178
met1        0.0288      149
met4             0        0
met5             0        -
met2        0.0578        4
==> area by class of cell <==
class                      instances  area (um^2)
inverter                           6         22.5
multi-input combinational         32          332
tap                               46         57.6
timing repair buffer              22          176
fill                             376         2830
==> cells in the final DEF (no fill, tap or decap), types with 2 or more instances in the layout <==
cell / instances
a221oi_1: 2
a221oi_2: 2
inv_2: 4
nand2b_1: 2
nor2_1: 5
ha_1: 5
inv_1: 2
buf_4: 8
buf_2: 5
clkdlybuf4s50_1: 7
fa_2: 3
==> timing repair <==
action                                  in CTS  in global routing
endpoints found under the setup margin       4                  2
pin swaps                                    4                  1
gates resized                               27                  1
setup buffers                                0                  0
Power and IR drop assume default switching activity.
